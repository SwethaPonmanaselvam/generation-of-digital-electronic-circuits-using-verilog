[design.v]
`timescale 1ns / 1ps
module second_counter(
    input clk,
    input reset,
    output reg [5:0] seconds,
    output reg carry
);
    always @(posedge clk or posedge reset) begin
        if (reset) begin
            seconds <= 0;
            carry <= 0;
        end else if (seconds == 59) begin
            seconds <= 0;
            carry <= 1;
        end else begin
            seconds <= seconds + 1;
            carry <= 0;
        end
    end
endmodule
module minute_counter(
    input clk,
    input reset,
    input increment,
    output reg [5:0] minutes,
    output reg carry
);
    always @(posedge clk or posedge reset) begin
        if (reset) begin
            minutes <= 0;
            carry <= 0;
        end else if (increment) begin
            if (minutes == 59) begin
                minutes <= 0;
                carry <= 1;
            end else begin
                minutes <= minutes + 1;
                carry <= 0;
            end
        end
    end
endmodule
module hour_counter(
    input clk,
    input reset,
    input increment,
    output reg [3:0] hours
);
    always @(posedge clk or posedge reset) begin
        if (reset) begin
            hours <= 1;
        end else if (increment) begin
            if (hours == 12) begin
                hours <= 1;
            end else begin
                hours <= hours + 1;
            end
        end
    end
endmodule
module hr_clk(
    input clk,    
    input reset,  
    output [5:0] seconds,
    output [5:0] minutes,
    output [3:0] hours
);
    wire sec_carry, min_carry;
    second_counter sec(
        .clk(clk),
        .reset(reset),
        .seconds(seconds),
        .carry(sec_carry)
    );
    minute_counter min (
        .clk(clk),
        .reset(reset),
        .increment(sec_carry),
        .minutes(minutes),
        .carry(min_carry)
    );
    hour_counter hr(
        .clk(clk),
        .reset(reset),
        .increment(min_carry),
        .hours(hours)
    );
endmodule
[run.sh]
#!/bin/bash
# OpenROAD 26Q1-2900-gdf79404cd8, Yosys 0.63+post, stock flow scripts
make -C /OpenROAD-flow-scripts/flow DESIGN_CONFIG=/design/flow/config.mk WORK_HOME=/design/flow/orfs finish
[config.mk]
export PLATFORM = sky130hd
export DESIGN_NAME = hr_clk
export DESIGN_NICKNAME = hr_clk
export VERILOG_FILES = /design/flow/design.v
export SDC_FILE = /design/flow/constraint.sdc
export NUM_CORES = 4
export LEC_CHECK = 1
export CORE_AREA = 10 10 87 87
export DIE_AREA = 0 0 97 97
[constraint.sdc]
current_design hr_clk

set clk_period 2.2
set clk_io_pct 0.2

create_clock -name clk0 -period $clk_period [get_ports {clk}]

set non_clock_inputs [all_inputs -no_clocks]
set_input_delay [expr $clk_period * $clk_io_pct] -clock clk0 $non_clock_inputs
set_output_delay [expr $clk_period * $clk_io_pct] -clock clk0 [all_outputs]
==> summary.log <==
[outcome] result of the run complete, no violations
[route] via-per-instance ratio 3.72
[sta] final critical-path share of the clock period 77.7%
[clock_tree] number of buffers on the longest clock path 2
[clock_tree] count of clock tree sinks 18
[logic_synthesis] yosys warns 3
[clock_tree] clock latency reported for the late side of the worst-skew pair 0.25 ns
[logic_synthesis] cell count in the Yosys report 80
[critical_path] type of the worst setup path reg2out
[logic_synthesis] Netlist cell types 26
[sta] final hold viol count 0
[critical_path] Slowest Stage Delay on Critical Path 0.55 ns
[flow_run] OpenROAD warnings 26
[placement] setup slack after placement 0.757 ns
[route] Detailed Route Iter0 Violations 24
[critical_path] critical path buffer and inverter count 1
[placement] final weighted congestion in routability-driven placement 0.746
[floorplan] Chip Width 97 um
[logic_synthesis] Registers, synthesis 18
[clock_tree] number of cells upsized or downsized after cts 0
[power] part of the power in registers 54.1%
[route] total wirelength of the detailed-routed design 1.80 mm
[sta] worst slew margin relative to its limit 79.6%
[clock_tree] CTS hold repair buffers 0
[sta] final sum of negative setup slack 0 ns
[route] total via count after detailed routing 640
[clock_tree] number of buffers inserted to repair setup after CTS 0
[sta] transition time at the pin with the least slew margin 0.305 ns
[grt] leftover overflow at the end of global routing 0
[grt] GRT busiest layer met2
[logic_synthesis] Yosys chip area 840 um2
[grt] total track usage 3.64%
[critical_path] kind of end point of the critical path output port
[grt] antenna violations before repair 0
[critical_path] crit path DRT 1.76 ns
[floorplan] number of top-level pins 18
[logic_synthesis] number of instances in the synthesized netlist 80
[sta] final worst hold slack 0.506 ns
[clock_tree] number of CTS-inserted buffers 3
[route] router iterations before antenna repair 2
[critical_path] kind of launch point of the worst setup path flop
[final_layout] fraction of layout instances using a drive strength above 1 10.0%
[power] P per Cell Area 532 nW/um2
[power] leakage 0.463 nW
[logic_synthesis] Netlist Area Pre-Place 840 um2
[critical_path] CP arrival 1.27 ns
[grt] number of global-route vias before repair 563
[sta] Fin Clk Skew 0.00290 ns
[final_layout] post-route cell area 1150 um2
[logic_synthesis] cell type contributing the most total cell area after synthesis sky130_fd_sc_hd__dfrtp_1
[placement] HPWL after DPL 1.34 mm
[floorplan] Initial Util 14.9%
[clock_tree] CTS root buffer sky130_fd_sc_hd__clkbuf_8
[sta] post-layout minimum cycle time 1.71 ns
[route] count of antenna-violating nets left after detailed routing 0
[final_layout] most instantiated logic cells after routing sky130_fd_sc_hd__dfrtp_1 (17), sky130_fd_sc_hd__clkdlybuf4s50_1 (17), sky130_fd_sc_hd__nand2_1 (8), sky130_fd_sc_hd__o21ai_0 (8), sky130_fd_sc_hd__nor2_1 (7)
[critical_path] CP Cell Sequence clkdlybuf4s50_1
[power] combinational fraction of design power 1.6%
[floorplan] standard cell core area 5640 um2
[grt] met3 track demand over resource 1.79%
[floorplan] height of the die 97 um
[clock_tree] clock tree from TritonCTS yes
[critical_path] top cell family by delay on the critical path flip-flops
[sta] Final WS setup 0.491 ns
[critical_path] Critical-path top delay cell sky130_fd_sc_hd__dfstp_2
[power] worst IR drop on VDD 0.000174 V
[placement] port bufs 17
[route] DRC viols 0
[grt] met1 Use GR 4.72%
[sta] max-slew violations 0
[grt] global-route wire length before repair 2.95 mm
[logic_synthesis] ranking of synthesized cells by area sky130_fd_sc_hd__dfrtp_1 (51%), sky130_fd_sc_hd__ha_1 (6.0%), sky130_fd_sc_hd__o21ai_0 (4.8%), sky130_fd_sc_hd__nand2_1 (3.6%), sky130_fd_sc_hd__dfstp_2 (3.1%)
[worst_hold_path] worst min-delay path class in2async
[final_layout] synthesis-to-finish area growth 37.0%
[clock_tree] clock slew seen by the registers of the worst setup and hold paths 0.07 ns
[placement] standard cell area after detailed placement 1090 um2
[power] switching part of the total power 19.4%
[power] internal portion of total power 0.493 mW
[grt] met2 Track Usage GR 5.42%
[clock_tree] total number of H-tree levels 1
[floorplan] Chip Area 9410 um2
[logic_synthesis] proportion of synthesized chip area in sequential cells 53.8%
[route] ANT cells 0
[logic_synthesis] post-synth top area share 50.7%
[power] part of the power in the clock network 44.3%
[flow_run] number of max-capacitance violations reported 0
[grt] maximum number of pins on one net before global-route repair 19
[power] switching power total 0.119 mW
[sta] RSZ-0062 raised after global routing false
[critical_path] peak fanout along the critical path 4
[sta] final setup fails 0
[sta] Achievable Freq 0.585 GHz
[logic_synthesis] mean area per synthesized cell 10.5 um2
[floorplan] number of rows created at floorplan 27
[route] WL/cell 10.5 um
[power by group through the flow]
| stage | combinational [mW] | sequential (mW) | clock, mW |
|---|---|---|---|
| CTS | 0.0107 | 0.331 | 0.286 |
| global route | 0.0116 | 0.331 | 0.303 |
| finish | 0.00982 | 0.331 | 0.271 |
[routing by layer]
metal | part of all wire [%] | up-vias
met5 | 0 | -
met4 | 0.72 | 0
met3 | 7.2 | 2
met2 | 45 | 9
met1 | 47 | 301
li1 | - | 328
[path summary, 6_finish.rpt]
check	to	from	cells after the start	slack [ns]
min	sec.seconds[4]	reset	3	0.51
max	hours[0]	hr.hours[0]	1	0.49
max in group asynchronous	hr.hours[0]	reset	3	1.43
min in group clk0	hr.hours[3]	hr.hours[3]	1	0.53
max reg2reg	sec.seconds[3]	sec.seconds[0]	4	0.88
min reg2reg	hr.hours[3]	hr.hours[3]	1	0.53
[cells in the mapped netlist, drive strengths merged]
| cell | instances |
|---|---|
| a21bo | 1 |
| a21oi | 4 |
| a22o | 1 |
| a311oi | 1 |
| a31oi | 2 |
| and4 | 1 |
| buf | 2 |
| dfrtp | 17 |
| dfstp | 1 |
| ha | 4 |
| inv | 5 |
| mux2 | 1 |
| nand2 | 8 |
| nand3 | 3 |
| nand4 | 4 |
| nor2 | 7 |
| nor3 | 1 |
| o211ai | 2 |
| o21ai | 8 |
| o21bai | 1 |
| o32ai | 1 |
| o41ai | 1 |
| xnor2 | 2 |
| xor2 | 2 |
[cells by family after synthesis]
logic type | after synthesis | synth area share [%]
compound gates | 22 | 16.7
xor+xnor | 4 | 4.17
fa+ha+maj | 4 | 5.96
buf+inv | 7 | 3.73
flops | 18 | 53.8
mux | 1 | 1.34
simple gates | 24 | 14.3
[metrics by stage]
step | cells | total power [mW] | util, %
finish | 172 | 0.611 | 20.4
global route | 172 | 0.646 | 20.4
CTS | 172 | 0.628 | 20.4
detailed placement | 168 | 0.348 | 19.4
global placement | 168 | 0.348 | 19.4
floorplan | 80 | 0.342 | -
[layout make-up]
class                           instances  area, um2
Clock buffer                            4       55.1
Fill cell                             621       4490
Inverter                                5       18.8
Multi-Input combinational cell         55        357
Sequential cell                        18        452
Tap cell                               72       90.1
Timing Repair Buffer                   18        178
[sequential cells by signal (all words and copies together) (netlist names)]
name,count
hr.hours,4
min.carry,1
min.minutes,6
sec.carry,1
sec.seconds,6
Power is estimated from default activity; no workload was simulated.
