`run.sh`:
```
#!/bin/bash
# OpenROAD 26Q1-2900-gdf79404cd8, Yosys 0.63+post, stock flow scripts
make -C /OpenROAD-flow-scripts/flow DESIGN_CONFIG=/design/flow/config.mk WORK_HOME=/design/flow/orfs finish
```
`design.v`:
```
`timescale 1ns / 1ps
module half_adder(input a, b, output s, c);
  assign s = a ^ b;
  assign c = a & b;
endmodule
module full_adder(input a, b, cin, output s, c);
  assign s = a ^ b ^ cin;
  assign c = (a & b) | (b & cin) | (cin & a);
endmodule
module mult_3x3(input [2:0] a, input [2:0] b, output [5:0] p);
  wire p0, p1_c1, p1_s, p2_c1, p2_c2, p2_s, p3_c1, p3_c2, p4_c1;
  assign p0 = a[0] & b[0];
  half_adder ha1 (.a(a[1] & b[0]), .b(a[0] & b[1]), .s(p[1]), .c(p1_c1));
  full_adder fa1 (.a(p1_c1), .b(a[2] & b[0]), .cin(a[1] & b[1]), .s(p1_s), .c(p2_c1));
  half_adder ha2 (.a(p1_s), .b(b[2] & a[0]), .s(p[2]), .c(p2_c2));
  full_adder fa2 (.a(p2_c2), .b(p2_c1), .cin(a[1] & b[2]), .s(p2_s), .c(p3_c1));
  half_adder ha3 (.a(p2_s), .b(b[2] & a[1]), .s(p[3]), .c(p3_c2));
  full_adder fa3 (.a(p3_c2), .b(p3_c1), .cin(a[2] & b[2]), .s(p[4]), .c(p4_c1));
  assign p[5] = p4_c1;
  assign p[0] = p0;  
endmodule
```
`config.mk`:
```
export PLATFORM = sky130hd
export DESIGN_NAME = mult_3x3
export DESIGN_NICKNAME = mult_3x3
export VERILOG_FILES = /design/flow/design.v
export SDC_FILE = /design/flow/constraint.sdc
export NUM_CORES = 4
export LEC_CHECK = 1
export CORE_AREA = 10 10 70 70
export DIE_AREA = 0 0 80 80
```
`constraint.sdc`:
```
current_design mult_3x3

set clk_period 2.1
set clk_io_pct 0.2

create_clock -name clk0 -period $clk_period

set non_clock_inputs [all_inputs -no_clocks]
set_input_delay [expr $clk_period * $clk_io_pct] -clock clk0 $non_clock_inputs
set_output_delay [expr $clk_period * $clk_io_pct] -clock clk0 [all_outputs]
```
==> reports/qor.yml <==
area_delta_synth_final_pct: 92.0
drtAntennaViolNets: 0
rsz0062_at_grt: "true"
cp_data_arrival_time_ps: 2460
netlist.area_leader.share_pct: 25.5
finalMaxSlewViolations: 0
ir_drop_mv: 0.0340
antenna_found_initial: 0
max_slew_margin_pct: 92.5
hold_depth: 4
antennaDiodeCount: 0
finalClockPeriodUsage_pct: 137
grt_max_degree: 4
finalHoldViolCount: 0
dr_total_vias: 181
path_cells: "buf_6, and2_4, ha_4, inv_2, fa_1, inv_2, ha_4, ha_4, inv_2, ha_4, fa_1, buf_2"
drive_above_1_share_pct: 67.6
clock_buffer_count: 0
hold_buffers: 0
yosysChipArea_um2: 235
slowest_stage: "fa_1"
gp_congestion: 0.702
fp.dieW_um: 80
ys_cells: 26
chip_area_um2: 6400
power.density_nw_per_um2: 179
yosysWarnings: 0
synthesis.area_um2: 235
cpPeakStageDelay_ps: 490
seq_area_um2: 0
io_pins: 12
yosysUniqueCellTypes: 9
cts_setup_buffers: 0
grt_pass1_wl_um: 938
min-delay-start: "a[0]"
tool_warnings: 37
cp.required_ps: 1680
rows: 21
start_kind: "input port"
fin_cells: 83
finalSetupViolCount: 3
crit_top_cell: "ha_4"
p_leak_uw: 0.000191
crit_fanout: 2
seq_cells: 0
timing.fmax_ghz: 0.347
die_h_um: 80
placed_cell_area_um2: 462
drc: 0
viasPerCell: 2.18
fin_ws_ps: -783
drtPass1Iterations: 2
path_class: "input port to output pin"
postSynthSeqShare_pct: 0
netlist_instances: 26
wl_um: 518
top_area_cell: "fa_1"
fin_area_um2: 452
io_buffers: 12
status: "complete, but fails checks"
setup_tns_ps: -2030
worstMarginPinSlew_ps: 113
grt.overflow.total: 0
wire_per_inst_um: 6.24
min_to: "p[2]"
first_global_vias: 220
placedCellCount: 83
whs_ps: 1290
min_period_ps: 2880
syn_avg_cell_area_um2: 9.05
final_cell_mix: "buf_6 (5), buf_4 (5), ha_4 (4)"
cp-end-kind: "output pin"
violations: "setup timing"
initCoreUtil_pct: 6.89
fp.coreArea_um2: 3420
dr.first_iter.drc_count: 1
drv_cap: 0
top_cells_by_area: "fa_1 (26%), ha_1 (21%), buf_4 (19%)"
total_power_uw: 80.9
grt.total_usage_pct: 1.76
hold_class: "input port to output pin"
[worst max path at each step]
stage	from	end	slack (ps)	cells after the start
after global routing	b[0]	p[4]	-860	12
final	b[0]	p[4]	-780	12
after CTS	a[1]	p[4]	-850	12
[metal layers]
layer / wire length, um / global-route usage, % / vias up
met5: 0 / 0 / -
met4: 0 / 0 / 0
met3: 42 / 0.455 / 0
met2: 322 / 3.77 / 3
met1: 153 / 1.67 / 87
li1: - / - / 91
[metrics by stage]
step           utilization, %  setup slack, ps
3_5_place_dp             13.5            -1620
2_1_floorplan               -             -680
4_1_cts                  13.0             -855
6_report                 13.2             -783
5_1_grt                  13.2             -856
3_3_place_gp             13.5            -1630
[cell type report]
cell class	count	area, um^2
Timing Repair Buffer	17	148
Tap cell	46	57.6
Fill cell	392	2960
Multi-Input combinational cell	16	231
Inverter	4	15.0
[cell usage after synthesis]
library cell and instances:
and2_2 1, fa_1 3, xor2_2 1, buf_4 6
and2_4 1, inv_1 4, ha_1 4, nand2_1 2
and2_1 4
[kinds of logic (layout without fill, tap and decap cells)]
family	count (synthesis)	in the layout	share of synthesized area, %
and+or+nand+nor	8	8	20.7
adders and majority gates	7	7	46.8
xor gates and xnor gates	1	1	6.92
buffers and inverters	10	21	25.5
[where the power goes]
part           internal [uW]  switching (uW)  total [uW]
Clock                      0               0           0
Combinational           53.2            27.7        80.9
Sequential                 0               0           0
[what timing repair did]
| action | in CTS | in global routing |
|---|---|---|
| cloned | 0 | 0 |
| gates resized | 34 | 1 |
| setup endpoints to repair | 5 | 4 |
| endpoints found under the hold margin | 0 | 0 |
| pin swaps | 8 | 3 |
[worst max-delay path: cells and delay by family]
family	cells	cell delay, ps
buffers and inverters	5	270
adders and majority gates	6	1630
and+or+nand+nor	1	140
No activity file was given, so power comes from the tool's default toggle rates.
